### ./run.sh
#!/bin/bash
# OpenROAD 26Q1-2900-gdf79404cd8, Yosys 0.63+post, stock flow scripts
make -C /OpenROAD-flow-scripts/flow DESIGN_CONFIG=/design/flow/config.mk WORK_HOME=/design/flow/orfs finish
### ./config.mk
export PLATFORM = sky130hd
export DESIGN_NAME = mult_stage
export DESIGN_NICKNAME = mult_stage
export VERILOG_FILES = /design/flow/design.v
export SDC_FILE = /design/flow/constraint.sdc
export NUM_CORES = 4
export LEC_CHECK = 1
export CORE_UTILIZATION = 30
### ./constraint.sdc
current_design mult_stage

set clk_period 23.5
set clk_io_pct 0.2

create_clock -name clk0 -period $clk_period [get_ports {clock}]

set non_clock_inputs [all_inputs -no_clocks]
set_input_delay [expr $clk_period * $clk_io_pct] -clock clk0 $non_clock_inputs
set_output_delay [expr $clk_period * $clk_io_pct] -clock clk0 [all_outputs]
### ./design.v
`timescale 1ns/100ps
module mult_stage( input clock, reset, start, nuke, 
		   input [63:0] product_in, mplier_in, mcand_in,
		   output logic done,
		   output logic [63:0] product_out, mplier_out, mcand_out
		  );
	logic [63:0] prod_in_reg, partial_prod_reg;
	logic [63:0] partial_product, next_mplier, next_mcand;
	assign product_out = prod_in_reg + partial_prod_reg;
	assign partial_product = mplier_in[7:0] * mcand_in;
	assign next_mplier = {8'b0,mplier_in[63:8]};
	assign next_mcand = {mcand_in[55:0],8'b0};
	always_ff @(posedge clock) begin
		prod_in_reg      <= #1 product_in;
		partial_prod_reg <= #1 partial_product;
		mplier_out       <= #1 next_mplier;
		mcand_out        <= #1 next_mcand;
	end
	always_ff @(posedge clock) begin
		if(reset)
			done <= #1 1'b0;
		else if(nuke)
			done <= #1 1'b0;
		else
			done <= #1 start;
	end
endmodule
==> metrics.yaml <==
synthesis:
  ff_type: "dfxtp_1"
  ys_area_um2: 23100
  syn_area_um2: 23100
  syn-instance-count: 2420
  synth_cell_types: 70
  numSynthFlops: 241
  top_area_frac: 0.303
  top_area_cell: "fa_1"
  avgSynthCellArea_um2: 9.54
  yosysCellCount: 2420
  edf_count: 0
  yosys_warnings: 1
  synth_seq_share: 0.209
  synth.top_cells.by_area: "fa_1, dfxtp_1, and2_1, ha_1, inv_1"
  async_flop_share: 0
clocking:
  clkTransAtPathRegs_ps: 60
  cts_made_buffers: 33
  hold_buffers: 0
  htreeDepth: 2
  cts_buffer_depth: 3
  cts_setup_buffers: 0
  cts_tree: "built"
  cts_sinks: 241
  ctsResizeCount: 0
  cts_root_buffer: "clkbuf_16"
finish:
  fin_area_um2: 29000
  drive_gt1_frac: 0.0309
  area_delta_synth_final_pct: 25.5
  nFillCells: 7637
critical_path:
  crit_type: "in2reg"
  start_kind: "input port"
  cp_cell_sequence: "clkdlybuf4s50_1 -> buf_4 -> nand2_1 -> fa_1 -> fa_1 -> inv_1 -> fa_1 -> inv_1 -> fa_1 -> inv_1 -> ha_1 -> a21o_1 -> a211oi_1 -> a21oi_2 -> o211ai_1 -> o21ai_0 -> a41oi_1 -> a21oi_1 -> a21oi_1 -> o21ai_0 -> xor2_1"
  endpoint_kind: "register"
  cpMaxStageDelayCell: "a41oi_1"
  cp_max_fo: 62
  crit_arrival_ps: 11150
  crit_top_cell: "fa_1"
  required_ps: 23950
  cp_slowest_stage_delay_ps: 620
sta:
  rsz0062_at_grt: "false"
  fin_setup_tns_ps: 0
  worst_pin_slew_ps: 727
  setup_viol: 0
  period_used_share: 0.455
  min_period_ps: 10700
  drv_slew: 0
  slew_headroom: 0.511
  fmax_mhz: 93.4
  setup_ws_ps: 12800
  finalHoldViolCount: 0
min_path:
  min_path_cells: 1
  min_from: "product_in[21]"
  hp-class: "in2reg"
  hold_path_end: "prod_in_reg[21]"
floorplanning:
  die_w_um: 279
  core_area_um2: 76100
  dieHeight_um: 279
  fp_util: 0.304
  num_io_pins: 389
  die-area_um2: 78100
  core.rowCount: 101
route:
  wire_per_inst_um: 17.3
  drcViolationCount: 0
  drt-pass1-iter-count: 5
  drtIter0Drc: 774
  vias: 17600
  viasPerCell: 4.61
  wirelength_um: 66000
  ant_nets: 0
placed_design:
  post_dp_cell_area_um2: 27800
  place.gp.congestion: 0.930
  dp_hpwl_um: 52000
  port-buffer-count: 372
  dp_slack_ps: 12190
grt:
  grt_max_degree: 63
  grt_pass1_vias: 18400
  grt_pass1_wl_um: 104000
  antenna_found_initial: 2
  grt_usage: 0.178
  grt_overflow: 0
flow_run:
  warnings: 25
  timing.max_cap.violations: 0
pwr:
  vdd_drop_max_mv: 0.0622
  power_density_nw_per_um2: 131
  p_leak_nw: 13.0
outcome:
  outcome: "finished clean"
critical path: cells and delay by family:
family,cells,cell delay (ps)
XOR/XNOR,1,150
adder cells (fa/ha/maj),5,2330
AND/OR/NAND/NOR,1,170
AND-OR/OR-AND,9,2630
buffers and inverters,5,1130
power breakdown:
group | internal, W | switching [W]
registers | 0.000507 | 0.0000347
logic | 0.00120 | 0.00150
clock network | 0.000327 | 0.000215
total | 0.00204 | 0.00175
cells in the mapped netlist (all sizes together) (50+ instances only):
| cell | number |
|---|---|
| o21ai | 80 |
| fa | 349 |
| a21oi | 131 |
| inv | 276 |
| and2 | 398 |
| clkbuf | 77 |
| ha | 135 |
| xnor2 | 80 |
| nor2 | 52 |
| xor2 | 50 |
| dfxtp | 241 |
| a21o | 87 |
| nand2 | 192 |
logic make-up (layout without fill, tap and decap cells):
logic type	count (synthesis)	after routing	synth area share
xor+xnor	130	130	0.0493
simple gates	763	763	0.179
compound gates	430	430	0.124
fa+ha+maj	484	484	0.376
other cells	1	18	0.000162
flops	241	241	0.209
buf+inv	371	715	0.0630
how the worst max path moves through the flow:
stage                        start                    to  slack (ps)  depth (start not counted)
final                 mplier_in[2]  partial_prod_reg[59]       12800                         21
after global routing  mplier_in[2]  partial_prod_reg[59]       12470                         21
after CTS             mplier_in[2]  partial_prod_reg[59]       12780                         21
metrics by stage:
step           hold slack, ps  power [W]  instances   util
2_1_floorplan            4730    0.00229       2435      -
5_1_grt                  4540    0.00415       3811  0.381
4_1_cts                  4510    0.00383       3809  0.381
3_3_place_gp             5130    0.00327       3750  0.365
3_5_place_dp             5130    0.00326       3750  0.365
6_report                 4560    0.00379       3811  0.381
per-layer routing:
metal | global-route usage | vias to the layer above | share of wire
met3 | 0.0476 | 56 | 0.065
met4 | 0.0308 | 0 | 0.018
li1 | - | 8473 | -
met1 | 0.263 | 8563 | 0.46
met5 | 0 | - | 0
met2 | 0.274 | 463 | 0.46
cell usage in the layout (no fill, tap or decap), types with 6 or more instances in the layout:
cell,netlist,layout
nor2_1,52,52
buf_4,16,8
nand4_1,17,17
and2_1,398,398
a21oi_1,130,130
o21ai_0,76,76
clkdlybuf4s50_1,0,370
nand2_1,192,192
o21a_1,13,13
conb_1,1,16
a21o_1,87,87
a221o_1,6,6
nand3_1,25,25
a31oi_1,16,16
ha_1,135,135
xnor2_1,80,80
clkbuf_8,0,6
dfxtp_1,241,241
a211oi_1,13,13
xor2_1,50,50
and3_1,18,18
o21bai_1,16,16
o31ai_1,8,8
nor2b_1,10,10
clkbuf_16,0,33
nor3_1,18,18
inv_1,276,276
nand2b_1,14,14
o211ai_1,6,6
fa_1,349,349
area by class of cell:
cell class / count / area [µm²] / area share
tap: 1030 / 1290 / 0.0445
inverter: 276 / 1040 / 0.0357
sequential: 241 / 4820 / 0.166
multi-input combinational: 1823 / 16900 / 0.582
timing repair buffer: 380 / 3770 / 0.130
clock inverter: 15 / 254 / 0.00876
clock buffer: 44 / 927 / 0.0320
antenna: 2 / 5.00 / 0.000173
No activity file was given, so power comes from the tool's default toggle rates.
